$ cat flow/run.sh
#!/bin/bash
# OpenROAD 26Q1-2900-gdf79404cd8, Yosys 0.63+post, stock flow scripts
make -C /OpenROAD-flow-scripts/flow DESIGN_CONFIG=/design/flow/config.mk WORK_HOME=/design/flow/orfs finish
$ cat flow/config.mk
export PLATFORM = sky130hd
export DESIGN_NAME = UART_tx
export DESIGN_NICKNAME = UART_tx
export VERILOG_FILES = /design/flow/design.v
export SDC_FILE = /design/flow/constraint.sdc
export NUM_CORES = 4
export LEC_CHECK = 1
export CORE_AREA = 10 10 90 90
export DIE_AREA = 0 0 100 100
$ cat flow/constraint.sdc
current_design UART_tx

set clk_period 4.2
set clk_io_pct 0.2

create_clock -name clk0 -period $clk_period [get_ports {clk}]

set non_clock_inputs [all_inputs -no_clocks]
set_input_delay [expr $clk_period * $clk_io_pct] -clock clk0 $non_clock_inputs
set_output_delay [expr $clk_period * $clk_io_pct] -clock clk0 [all_outputs]
$ cat flow/design.v
`timescale 1ns / 1ps
module UART_tx(
    input        rst,
    input        clk,
    input        load,
    input  [7:0] data_in,
    output       txd_out,
    output       busy
    );
   reg 		  shift;
   reg  [3:0] state;
   reg [10:0] cntr;
   reg  [7:0] TXD;
   reg        Dout;
   parameter  IDLE = 0;
   parameter START = 1;
   parameter  BIT0 = 2;
   parameter  BIT1 = 3;
   parameter  BIT2 = 4;
   parameter  BIT3 = 5;
   parameter  BIT4 = 6;
   parameter  BIT5 = 7;
   parameter  BIT6 = 8;
   parameter  BIT7 = 9;
   parameter  STOP = 10;
   parameter  NXTB = 11;
   parameter  Dprs = 8'b11111111;
   parameter  Frqz = 1302;       
   wire   wrap;
   assign wrap = (cntr == Frqz-1);
    always @(posedge clk) begin
        if(rst) begin
            state <= IDLE;
            TXD   <= Dprs;
            cntr  <= 0;
        end
        else begin
            case(state)
                IDLE:   begin
                            if (load) begin
                                state <= START;
                                TXD <= data_in;
                            end
                            else begin
                                state <= state;
                                TXD <= Dprs;
                            end
                            cntr <= 0;                                                            
                        end
                START,                           
                BIT0,
                BIT1,
                BIT2,
                BIT3,
                BIT4,
                BIT5,
                BIT6,
                BIT7:   begin
                            if (wrap) begin
                                state <= state + 1;
                                cntr  <= 0;
                            end
                            else begin
                                state <= state;
                                cntr  <= cntr + 1;
                            end
                            TXD <= TXD;
                        end
                STOP:   begin
                            if (load) begin
                                TXD <= data_in;
                                if (wrap) begin
                                    state <= START;
                                    cntr  <= 0;
                                end
                                else begin
                                    state <= state + 1;
                                    cntr  <= cntr + 1;
                                end
                             end
                             else begin
                                TXD <= Dprs;
                                if (wrap) begin
                                    state <= IDLE;
                                    cntr  <= 0;
                                end
                                else begin
                                    state <= state;
                                     cntr <= cntr + 1;
                                end
                            end
                        end
                NXTB:   begin
                            if (wrap) begin
                                state <= START;
                                cntr <= 0;
                            end
                            else begin
                                state <= state;
                                cntr  <= cntr + 1;
                            end
                                TXD <= TXD;
                        end
                default: begin
                            state <= IDLE;
                             cntr <= 0;
                              TXD <= Dprs;
                         end
            endcase
        end
    end
    always @(state)
        case (state)
            IDLE: shift <= 1'b0;
           START: shift <= 1'b1;
            BIT0: shift <= 1'b1;
            BIT1: shift <= 1'b1;
            BIT2: shift <= 1'b1; 
            BIT3: shift <= 1'b1;
            BIT4: shift <= 1'b1;
            BIT5: shift <= 1'b1;
            BIT6: shift <= 1'b1;
            BIT7: shift <= 1'b1;
            STOP: shift <= 1'b0;
            NXTB: shift <= 1'b1;
         default: shift <= 1'b0;
        endcase
    assign busy = shift;
    always @(state, TXD)
        case (state)
            IDLE: Dout <= 1'b1;
           START: Dout <= 1'b0;
            BIT0: Dout <= TXD[0];
            BIT1: Dout <= TXD[1];
            BIT2: Dout <= TXD[2];
            BIT3: Dout <= TXD[3];
            BIT4: Dout <= TXD[4];
            BIT5: Dout <= TXD[5];
            BIT6: Dout <= TXD[6];
            BIT7: Dout <= TXD[7];
            STOP: Dout <= 1'b1;
            NXTB: Dout <= 1'b1;
         default: Dout <= 1'b1;
        endcase
    assign txd_out = Dout;
endmodule
==> reports/results.ini <==
[clock_network]
cts.htree.levels = 1
clk_transition_reported_paths_ns = 0.10
cts.repair_timing.setup_buffer_count = 0
cts.path.max_buffers = 2
cts-hold-fix-buffers = 0
clkSinkCount = 24
inserted_clock_buffers = 3
clock_insertion_delay_worst_skew_ns = 0.27
post_cts_resized = 0
cts.root.buffer_cell = clkbuf_8
cts_tree = built

[timing]
max_slew_margin = 0.574
period_needed_ns = 3.29
final_critical_path_setup_slack_ns = 0.912
worstMarginPinSlew_ns = 0.630
hold_ws_ns = 0.473
final-setup-viol-count = 0
slew_viol_final = 0
period_used_share = 0.783
post_route_setup_tns_ns = 0
final-hold-violation-count = 0
worst_clock_skew_ns = 0.00859
grt_setup_unrepaired = false
timing.fmax_mhz = 304

[logic_synthesis]
post_synth_inst_count = 155
synth_stat.cells = 155
ff_type = dfxtp_1
ys_seq_frac = 0.351
post_synth_instance_area_sq_um = 1370
synth.yosys.warnings = 1
syn_area_per_cell_sq_um = 8.84
synth_flops = 24
number_of_enable_type_register_cells_in_the_synthesized_netlist = 0
yosysUniqueCellTypes = 47
yosysChipArea_sq_um = 1370
asyncSetResetFlopFracSynth = 0

[run_status]
run_status = complete, no violations

[final_layout]
area.sequential_sq_um = 480
design_area_sq_um = 1630
logic_area_sq_um = 826
fillCellCount = 677
finalCoreUtilization = 0.259
flow.area_growth_from_synthesis_pct = 18.8
layout_top_cell = nor2_1
final_layout_size_suffix_gt1_frac = 0.0904
instances_no_fill = 243
final_cell_mix = nor2_1, dfxtp_1, clkdlybuf4s50_1

[setup_path]
criticalPathCategory = register to primary output
crit_path_start_kind = register
critPathRequiredTime_ns = 3.36
cp-end-kind = primary output
cp_max_fo = 6
worstPathArrival_ns = 2.45

[placed_design]
place_ws_ns = 1.16
place_area_sq_um = 1560
dpl.hpwl_mm = 2.14
place.detailed.instances = 239
port-buffer-count = 12
routabilityCongestion = 0.783

[floorplan]
floorplan.die.height_um = 100
floorplan.core_util = 0.218
row_count = 29
pin_count = 13
die-width_um = 100
chip_area_sq_um = 10000
placeableCoreArea_sq_um = 6280

[grt]
number_of_global_route_vias_before_repair = 1213
grt_antenna_before_repair = 0
grt_overflow = 0
grt_max_degree = 18
grt_overall_usage = 0.0601
global_route_wire_length_before_repair_mm = 5.22

[detailed_routing]
drcViolationCount = 0
avgRoutedWirePerCell_um = 11.9
detailedRoute.firstIterationViolations = 48
detail_route.antenna_diodes = 0
route.detailed.vias_per_inst = 4.60
final_antenna_net_count = 0
drt-pass1-iter-count = 4
totalWireLength_mm = 2.90
vias = 1119

[job]
tool_warnings = 29
max_cap_viol_count = 0

[min_path]
worstHoldPathType = register to register

[power_and_ir_drop]
power_leakage_nw = 0.548
max-vdd-ir-drop_uv = 308
post-layout-total-power_mw = 0.756
power_density_nw_per_um2 = 464

cell type report:
class	count	share of cell area
Tap cell	77	0.0592
Timing Repair Buffer	14	0.0830
Sequential cell	24	0.295
Clock inverter	1	0.0184
Clock buffer	3	0.0254
Multi-Input combinational cell	119	0.507
Inverter	5	0.0115
power by group:
part	total [mW]	leakage (nW)	internal, mW	switching, mW
Clock	0.210	0.0357	0.128	0.0821
Combinational	0.278	0.317	0.126	0.152
Sequential	0.269	0.195	0.252	0.0163
cells in the mapped netlist, drive strengths merged (2+ instances only):
library cell  number  share of area
a221oi             3          0.028
a22oi              2          0.011
a31oi              2         0.0091
buf                5          0.027
clkbuf             2         0.0055
dfxtp             24           0.35
ha                 6          0.055
inv                5          0.014
mux2i              2          0.015
nand2              6          0.016
nand3              5          0.018
nand4              2          0.014
nand4b             3          0.019
nor2              26          0.071
nor2b              2         0.0091
nor3               2         0.0073
nor3b              9          0.049
nor4b              2          0.017
nor4bb             2          0.015
o211ai             2          0.015
o21a               3          0.016
o21ai             13          0.053
o21bai             2          0.011
o22ai              2         0.0091
xnor2              4          0.026
xor2               5          0.032
metal layers:
metal	global-route usage	share of wire	vias up	wire length, um
met5	0	0	-	0
met4	0.00870	0.014	0	42
met3	0.0160	0.047	4	136
met2	0.110	0.47	14	1350
met1	0.0702	0.47	523	1370
li1	-	-	578	-
path summary, 6_finish.rpt:
kind         depth (start not counted)      from      end  slack (ns)
max                                  8  state[0]  txd_out        0.91
min                                  1   cntr[0]  cntr[0]        0.47
max reg2reg                          8  state[0]     busy        1.79
min reg2reg                          1   cntr[0]  cntr[0]        0.47
kinds of logic (layout without fill, tap and decap cells):
family,count (synthesis),count (layout),synth area share
buffers and inverters,12,23,0.0466
AND/OR/NAND/NOR,65,65,0.270
multiplexers,3,3,0.0256
AND-OR/OR-AND,36,36,0.195
flip-flops,24,24,0.351
XOR/XNOR,9,9,0.0575
adder cells (fa/ha/maj),6,6,0.0548
registers in the layout, indices dropped and copies added, names as in the netlist:
signal,cells
TXD,8
cntr,11
state,4
busy,1
critical path: stages (launching register included):
cell and delay, ns:
dfxtp_1 0.41, inv_1 0.10, ha_1 0.29, nor3_1 0.36
a22oi_1 0.26, nand2_1 0.14, nor2_1 0.04, o21ai_0 0.07
clkdlybuf4s50_1 0.49
No activity file was given, so power comes from the tool's default toggle rates.
