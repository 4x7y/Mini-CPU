--- ./design.v ---
`timescale 1ns / 1ps
module UART_rx(
    input rst,
    input clk,
    input rxd_in,
    input read,
    output [7:0] data_out,
    output new_data
    );
       reg        flag;
       reg  [3:0] state;
       reg [10:0] cntr;
       reg  [7:0] RXD;
       reg  [7:0] Dout;
       parameter  IDLE = 0;
       parameter START = 1;
       parameter  BIT0 = 2;
       parameter  BIT1 = 3;
       parameter  BIT2 = 4;
       parameter  BIT3 = 5;
       parameter  BIT4 = 6;
       parameter  BIT5 = 7;
       parameter  BIT6 = 8;
       parameter  BIT7 = 9;
       parameter  STOP = 10;
       parameter  NXTB = 11;
       parameter ERROR = 12;
       parameter  Dprs = 8'b11111111;
       parameter  Frqz = 1302;       
       wire   wrap2, wrap;
       assign wrap2 = (cntr == Frqz/2-1);
       assign wrap  = (cntr == Frqz  -1);
    always @(posedge clk)
        if(rst) begin
            state <= IDLE;
            cntr  <= 0;
            RXD   <= Dprs;  
        end
        else begin
            case(state)
                IDLE: begin
                        RXD  <= RXD;
                        if (rxd_in) begin
                            state <= state;
                            cntr <= 0;
                        end
                        else begin
                            state <= state + 1;
                            cntr  <=  cntr + 1;
                        end
                      end
                START: begin
                         RXD  <= RXD;
                         if(!wrap2) begin
                            state <= state;
                            cntr <= cntr + 1;
                         end
                         else begin
                             cntr <= 0;
                             if (rxd_in) state <= IDLE;
                             else state <= state + 1;
                             end
                         end
                 BIT0,   
                 BIT1,
                 BIT2,
                 BIT3,
                 BIT4,
                 BIT5,
                 BIT6,
                 BIT7:   begin
                            if (!wrap) begin
                                state <= state;
                                cntr  <= cntr + 1;
                                 RXD <= RXD;
                            end
                            else begin
                                    state <= state + 1;
                                    cntr  <= 0;
                                    RXD  <= {rxd_in, RXD[7:1]};  
                            end
                          end
                 STOP: begin
                        RXD <= RXD;
                        if(!wrap) begin
                            state <= state;
                            cntr <= cntr + 1;
                        end
                        else begin
                                cntr <= 0;
                                if (rxd_in) state <= state + 1;
                                else        state <= ERROR;
                        end
                      end
                 NXTB: begin
                            state <= IDLE;
                            cntr  <= 0;
                              RXD <= RXD;
                       end
                 ERROR: begin
                            RXD <= RXD;
                            if(!wrap2) begin
                                state <= state;
                                cntr <= cntr + 1;
                            end
                            else begin
                                state <= IDLE;
                                 cntr <= 0;
                            end
                        end
                default:
                        begin
                            state <= IDLE;
                            cntr  <= 0;
                            RXD <= Dprs;
                        end
                endcase
           end
           wire   get_data;
           assign get_data = (state == NXTB);  
           always @(posedge clk) begin
                if (get_data) Dout <= RXD;
                else          Dout <= Dout;
           end
           assign data_out  = Dout;
           always @(posedge clk) begin
                if (rst) flag <= 1'b0;
                else begin
                    if (get_data) flag <= 1'b1;
                    else begin
                        if (read) flag <= 1'b0;
                        else      flag <= flag;
                    end
                end
           end
           assign new_data = flag;
endmodule
--- ./run.sh ---
#!/bin/bash
# OpenROAD 26Q1-2900-gdf79404cd8, Yosys 0.63+post, stock flow scripts
make -C /OpenROAD-flow-scripts/flow DESIGN_CONFIG=/design/flow/config.mk WORK_HOME=/design/flow/orfs finish
--- ./config.mk ---
export PLATFORM = sky130hd
export DESIGN_NAME = UART_rx
export DESIGN_NICKNAME = UART_rx
export VERILOG_FILES = /design/flow/design.v
export SDC_FILE = /design/flow/constraint.sdc
export NUM_CORES = 4
export LEC_CHECK = 1
export CORE_UTILIZATION = 30
--- ./constraint.sdc ---
current_design UART_rx

set clk_period 2.7
set clk_io_pct 0.2

create_clock -name clk0 -period $clk_period [get_ports {clk}]

set non_clock_inputs [all_inputs -no_clocks]
set_input_delay [expr $clk_period * $clk_io_pct] -clock clk0 $non_clock_inputs
set_output_delay [expr $clk_period * $clk_io_pct] -clock clk0 [all_outputs]
==> flow_summary_export.csv <==
group,metric,value,unit
outcome,status,"finished, final reports clean",
clocking,cts_tree,"built",
synth,ys_area,1570,um2
timing,finalSetupViolCount,0,
power_and_ir_drop,seq_power_share,38.9,%
hold_path,hold_start,"RXD[0]",
timing,max-slew-margin-rel,61.8,%
place,dp_cells,244,
synth,synth-edff-count,8,
route,first_iter_violations,56,
setup_path,path_class,"flop to flop",
die,die_y,74.4,um
synth,yosys.area.top_type,"dfxtp_1",
power_and_ir_drop,p_leak,0.000643,uW
route,ant_nets,0,
die,die_area,5540,um2
die,fp_util,32.3,%
setup_path,r2r_setup_slack,0.41,ns
die,core,4880,um2
clocking,numCtsBuffers,5,
setup_path,timing.rr.start,"state[0]",
place,dp_hpwl,1880,um
clocking,cts.sinks,32,
setup_path,endpoint_kind,"flop",
timing,skew,0.0106,ns
synth,yosys_warnings,1,
route,drc,0,
synth,area_leaders,"dfxtp_1 (31%), edfxtp_1 (15%), nor2_1 (6.4%)",
flow_run,drv_cap,0,
setup_path,r2r_cells,7,
synth,ff_type,"dfxtp_1",
global_routing,grt_max_degree,21,
synth,ys_ff,32,
layout,area_growth,18.9,%
timing,rsz0062_at_grt,"false",
clocking,ctsHoldBuffers,0,
hold_path,min_to,"Dout[0]",
hold_path,hold-path-cell-count,0,
global_routing,track_usage,10.6,%
layout,drive_above_1_share,6.49,%
timing,fmax,0.438,GHz
die,num_io_pins,13,
timing,fin_crit_sh,84.6,%
setup_path,critPathRequiredTime,2.92,ns
synth,synthCells,170,
synth,netlist.area_leader.share,30.5,%
global_routing,first_global_vias,994,
die,die_w,74.4,um
clocking,cts_setup_buffers,0,
timing,period_minus_slack,2.29,ns
route,first_pass_iters,4,
power_and_ir_drop,switchingPower,464,uW
clocking,clk_root_buffer_cell,"clkbuf_8",
timing,tightest_slew,0.573,ns
setup_path,crit_arrival,2.50,ns
clocking,cts.reportedPaths.clkPinSlew,0.08,ns
clocking,clkLatencyLatePin,0.29,ns
place,gp_congestion,0.918,
synth,ys_cells,170,
setup_path,r2r-end,"cntr[9]",
clocking,cts.path.max_buffers,2,
synth,synth_cell_type_count,37,
setup_path,cp_max_fo,11,
setup_path,cp-start-kind,"flop",
clocking,cts_resized,0,
global_routing,antenna_found_initial,0,
flow_run,warning_count,31,
power_and_ir_drop,power_frac_clock,32.6,%
global_routing,grt_overflow,0,
hold_path,min_path_type,"flop to flop",
timing,hold_viol,0,
synth,syn_area_per_cell,9.26,um2
power_and_ir_drop,max-vdd-ir-drop,290,uV
route,num_antenna_cells,0,
global_routing,grt_pass1_wl,4540,um
power_and_ir_drop,p_sw_share,33.0,%
synth,common_cells,"nor2_1 (27), dfxtp_1 (24), nor3_1 (13)",
route,viasPerCell,4.83,
synth,syn-cell-area,1570,um2
synth,synth-async-reset-ratio,0,%
route,vias,1216,
power_and_ir_drop,power_density,753,nW/um2
route,wl,2780,um
power_and_ir_drop,p_comb_share,28.5,%
power_and_ir_drop,p_int,945,uW
synth,seq_area_frac_synth,45.8,%
timing,setup-tns-final,0,ns
timing,drv_slew,0,
synth,synth.most_common_cell,"nor2_1",
clocking,h-tree-depth,2,
route,wl_per_cell,11.0,um
die,rows,25,
place,port_buffers,12,
layout,fin_cells,252,
-- critical path: stages (launching register included) --
cell,delay (ns)
dfxtp_1,0.36
inv_1,0.13
ha_1,0.33
o21ai_0,0.13
and4bb_4,0.26
o31a_1,0.36
a221o_1,0.49
nor2_1,0.15
-- flip-flops by register name, summed over array words and instances, names as in the netlist --
signal / flops
cntr: 11
state: 4
RXD: 8
Dout: 8
flag: 1
-- area by class of cell --
cell class | count | area (um2)
well taps | 67 | 83.8
flip-flops and latches | 32 | 721
clock inverters | 3 | 42.5
clock buffers | 5 | 68.8
fillers | 496 | 3010
inverters | 10 | 37.5
repair buffers | 14 | 135
multi-input cells | 121 | 783
-- cells by family (layout without fill, tap and decap cells) --
kind of cell / Yosys count / in the layout / share of synthesized area, %
DFF: 32 / 32 / 45.8
and+or+nand+nor: 71 / 71 / 23.5
adders and majority gates: 8 / 8 / 6.36
AOI/OAI and AO/OA: 31 / 31 / 13.7
muxes: 2 / 2 / 1.27
buffers and inverters: 17 / 32 / 4.45
xor gates and xnor gates: 9 / 9 / 5.01
-- cell usage in the layout, fill, tap and decap left out, types with 2 or more instances in the layout --
cell type,Yosys,layout
o2111ai_1,2,2
xor2_1,3,3
buf_4,0,2
dfxtp_1,24,24
edfxtp_1,8,8
nor4bb_1,4,4
nor2b_1,2,2
o21ai_0,4,4
inv_1,10,10
clkbuf_8,0,5
nor3_1,13,13
and3_1,3,3
a21o_1,2,2
nor2_1,27,27
a21oi_1,4,4
nand2b_1,3,3
nand2_1,4,4
ha_1,8,8
clkdlybuf4s50_1,0,12
xnor2_1,6,6
a31oi_1,9,9
nand3_1,10,10
mux2i_1,2,2
-- layer usage --
metal,vias to the layer above,routed length (um),GRT usage (%)
li1,632,-,-
met1,542,1460,16.9
met2,36,1120,14.9
met3,6,150,2.47
met4,0,50,1.89
met5,-,0,0
-- stage by stage --
step | area (um2) | setup WS (ns) | hold slack, ns | utilization (%) | total power, uW
3_5_place_dp | 1760 | 0.463 | 0.420 | 36.1 | 954
3_3_place_gp | 1760 | 0.514 | 0.419 | 36.1 | 956
2_1_floorplan | 1570 | 0.693 | 0.410 | - | 875
6_report | 1870 | 0.415 | 0.435 | 38.4 | 1410
5_1_grt | 1870 | 0.226 | 0.446 | 38.4 | 1490
4_1_cts | 1870 | 0.432 | 0.436 | 38.4 | 1420
-- worst max-delay path by stage --
stage / startpoint / to / slack [ns] / cells after the start
CTS: state[0] / cntr[5] / 0.43 / 7
global route: state[0] / cntr[1] / 0.23 / 7
finish: state[0] / cntr[9] / 0.41 / 7
-- power groups by stage --
stage / Combinational, uW / Clock [uW] / Sequential, uW
6_report: 402 / 459 / 548
5_1_grt: 443 / 491 / 554
4_1_cts: 399 / 469 / 548
Power figures rest on the tool's default switching activity, not on a simulated workload.
